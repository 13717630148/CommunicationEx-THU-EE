`./config.mk`:
```
export PLATFORM = sky130hd
export DESIGN_NAME = fenpin
export DESIGN_NICKNAME = fenpin
export VERILOG_FILES = /design/flow/design.v
export SDC_FILE = /design/flow/constraint.sdc
export NUM_CORES = 4
export LEC_CHECK = 1
export CORE_AREA = 10 10 87 87
export DIE_AREA = 0 0 97 97
```
`./constraint.sdc`:
```
current_design fenpin

set clk_period 1.7
set clk_io_pct 0.2

create_clock -name clk0 -period $clk_period [get_ports {in_clk}]

set non_clock_inputs [all_inputs -no_clocks]
set_input_delay [expr $clk_period * $clk_io_pct] -clock clk0 $non_clock_inputs
set_output_delay [expr $clk_period * $clk_io_pct] -clock clk0 [all_outputs]
```
`./design.v`:
```
module fenpin(reset,in_clk,out_clk_fre1,out_clk_fre2,out_clk_base);
	input in_clk;
	input reset;
	output reg out_clk_fre1, out_clk_fre2, out_clk_base;
	reg [4:0]count_1;
	reg [4:0]count_2;
	reg [10:0]count_3;
	initial begin
		out_clk_fre1 <= 0;
		out_clk_fre2 <= 0;
		out_clk_base <= 0;
		count_1 <= 0;
		count_2 <= 0;
		count_3 <= 0;
	end
	always @(posedge in_clk or negedge reset) begin
	    if(~reset) begin
		    count_1 <= 0;
		end
		else begin
		if(count_1 == 5'b00100) begin
			out_clk_fre1 <= ~out_clk_fre1;
			count_1 <= count_1 + 1;
		end
		else if(count_1 == 5'b01000) begin
			out_clk_fre1 <= ~out_clk_fre1;
			count_1 <= 1;
		end
		else begin
			count_1 <= count_1 + 1;
		end
		end
	end
	always @(posedge in_clk or negedge reset) begin
	    if(~reset) begin
		    count_2 <= 0;
		end
		else begin
		if(count_2 == 5'b01000) begin
			out_clk_fre2 <= ~out_clk_fre2;
			count_2 <= count_2 + 1;
		end
		else if(count_2 == 5'b10000) begin
			out_clk_fre2 <= ~out_clk_fre2;
			count_2 <= 1;
		end
		else begin
			count_2 <= count_2 + 1;
		end
		end
	end
	always @(posedge in_clk or negedge reset) begin
		if(~reset) begin
			count_3 <= 0;
		end
		else begin
		if(count_3 == 11'b01000000000) begin
			out_clk_base <= ~out_clk_base;
			count_3 <= count_3 + 1;
		end
		else if(count_3 == 11'b10000000000) begin
			out_clk_base <= ~out_clk_base;
			count_3 <= 1;
		end
		else begin
			count_3 <= count_3 + 1;
		end
	end
	end
endmodule
module fenpin_2(reset,in_clk,out_clk);
	input in_clk;
	input reset;
	output reg out_clk;
	initial begin
		out_clk <= 0;
	end
	always @(posedge in_clk) begin
		out_clk <= ~out_clk;
	end
endmodule
```
`./run.sh`:
```
#!/bin/bash
# OpenROAD 26Q1-2900-gdf79404cd8, Yosys 0.63+post, stock flow scripts
make -C /OpenROAD-flow-scripts/flow DESIGN_CONFIG=/design/flow/config.mk WORK_HOME=/design/flow/orfs finish
```
==> results.toml <==
# synthesis and place-and-route metrics
[setup_path]
crit_type = "flip-flop to primary output"
cp_data_arrival_time_ps = 1110
cp_num_buf_inv = 1
cpMaxStageDelayCell = "clkdlybuf4s50_1"
crit_family = "buffers and inverters"
max_stage_delay_ps = 480
cp_cell_sequence = "clkdlybuf4s50_1"
cp-end-kind = "primary output"
cp_max_fo = 2
critPathLaunchType = "flip-flop"
worstPathRequired_ps = 1360

[placed_design]
placed_cells = 181
place.port_buffers = 4
routabilityCongestion = 0.7962
post-dp-hpwl_mm = 1.344

[routing]
wl_per_cell_um = 10.26
finalWirelength_mm = 1.898
dr_total_vias = 748
drtIter0Drc = 54
firstDrtPassIters = 2
drc = 0
antennaDiodeCount = 0
avgViaCountPerCell = 4.043
antenna_left = 0

[clock_network]
path_clk_slew_ps = 80
clock_latency_ps = 260
ctsHtreeMaxLevel = 1
cts_root_buf = "clkbuf_8"
post_cts_buffers = 0
cts_sinks = 24
cts_tree = "built"
cts_hold_buf = 0
cts_max_path_buffers = 2
cts_inserted_buffers = 3
cts_resized = 0

[grt]
grt_pass1_wl_mm = 3.539
antenna_found_initial = 0
grt_pass1_vias = 731
grt_usage_pct = 4.283
grt_max_degree = 16
gr-total-overflow = 0

[timing]
finalSetupTns_ps = 0
skew_ps = 5.284
worstMarginPinSlew_ps = 235.7
rsz0062_at_grt = "no"
max_clock_freq_mhz = 688.0
hold_viol_final = 0
fin_crit_ps = 1453
fin_crit_sh_pct = 85.49
slew_headroom_pct = 84.04
setup_viol = 0
finalMaxSlewViolations = 0

[power]
p_per_area_nw_per_um2 = 787.9
leakage_nw = 0.5982
ir_drop_mv = 0.4415

[logic_synthesis]
async_reset_ff_share_pct = 87.50
ys_area_sq_um = 1156
avgSynthCellArea_sq_um = 11.33
ys_warn_count = 1
synthTopCellsByArea = "dfrtp_1 (45%), xnor2_1 (9.1%), edfxtp_1 (7.8%)"
synthDistinctLibCells = 33
ff_type = "dfrtp_1"
syn-cell-area_sq_um = 1156
yosysTopAreaCell = "dfrtp_1"
top_cells_by_count = "dfrtp_1 (21), xnor2_1 (12), inv_1 (11), ha_1 (6)"
synth_flops = 24
yosys.cell_count.top_type = "dfrtp_1"
edf_count = 3
netlist.area_leader.share_pct = 45.45
ys_cells = 102
postSynthSeqShare_pct = 53.25
synthCells = 102

[floorplan]
dieArea_sq_um = 9409
core_sq_um = 5642
die_y_um = 97
die_w_um = 97
rows = 27
ioPinCount = 5
fp_util_pct = 20.49

[cells_and_area]
area_growth_pct = 19.37
drive_gt1_share_pct = 9.735
mi_logic_area_sq_um = 499.2
n_fill_cell = 591
finalNonFillerCells = 185
flop_area_sq_um = 615.6

[flow_run]
log.warning_count = 28
max_cap_viol_count = 0

[hold_path]
hp-class = "input port to async pin"

[outcome]
status = "finished, final reports clean"
[flip-flops by register name (all words and copies together), names as in the netlist]
register,flops
count_3,11
count_1,5
count_2,5
out_clk_base,1
out_clk_fre1,1
out_clk_fre2,1
[layer usage]
layer	GRT usage, %	wire, um	vias up
met5	0	0	-
li1	-	-	378
met1	6.469	976	359
met2	5.675	789	9
met4	0.4510	22	0
met3	1.791	111	2
[path summary, 6_finish.rpt]
path                            slack, ps            to         start  cells past startpoint
worst min-delay path                  280    count_1[3]         reset                      1
max in group asynchronous             960    count_3[2]         reset                      2
worst max-delay path                  250  out_clk_base  out_clk_base                      1
worst max register to register        250  out_clk_base    count_3[7]                      3
min in group clk0                     520    count_1[4]    count_1[4]                      1
worst min register to register        520    count_1[4]    count_1[4]                      1
[worst register-to-register path, delay by kind of cell, from the launching register on]
kind,cells,cell delay (ps)
and+or+nand+nor,3,750
DFF,1,430
[area by class of cell]
type / count / share of cell area (%)
Multi-Input combinational cell: 67 / 36.17
Sequential cell: 24 / 44.61
Timing Repair Buffer: 7 / 4.533
Inverter: 11 / 2.992
Clock inverter: 1 / 2.176
Clock buffer: 3 / 2.992
Tap cell: 72 / 6.528
[layout by cell type (no fill, tap or decap), types with 2 or more instances in the layout]
master	instances
xnor2_1	12
clkdlybuf4s50_1	4
edfxtp_1	3
ha_1	6
nand2_1	5
mux2i_1	2
a21oi_1	4
nand3_1	5
nand2b_1	3
inv_1	11
clkbuf_8	3
and3_1	2
nor2_1	2
nand4_1	5
nor3_1	2
dfrtp_1	21
buf_4	3
[through the flow]
stage          cell area [sq um]  utilization (%)  setup slack (ps)  hold slack [ps]  power (mW)
2_1_floorplan               1156                -             323.1            44.41      0.5936
3_3_place_gp                1309            23.20             220.4            510.1      0.6107
3_5_place_dp                1309            23.20             221.4            512.0      0.6107
4_1_cts                     1380            24.46             204.2            277.1       1.109
5_1_grt                     1380            24.46             134.8            285.2       1.136
6_report                    1380            24.46             246.6            279.8       1.087
[cells by family (layout without fill, tap and decap cells)]
family                   after synthesis  after routing  synth area share (%)
adder cells (fa/ha/maj)                6              6                 6.493
AND/OR/NAND/NOR                       32             32                 16.56
AND-OR/OR-AND                         14             14                 8.551
XOR/XNOR                              13             13                 9.849
multiplexers                           2              2                 1.732
flip-flops                            24             24                 53.25
buffers and inverters                 11             22                 3.571
[power by group]
part / total [mW] / switching (mW) / internal (mW)
logic: 0.0183 / 0.0123 / 0.00602
registers: 0.580 / 0 / 0.580
clock network: 0.490 / 0.175 / 0.315
total: 1.09 / 0.187 / 0.900
Power and IR drop assume default switching activity.
