**./run.sh**
```bash
#!/bin/bash
# OpenROAD 26Q1-2900-gdf79404cd8, Yosys 0.63+post, stock flow scripts
make -C /OpenROAD-flow-scripts/flow DESIGN_CONFIG=/design/flow/config.mk WORK_HOME=/design/flow/orfs finish
```
**./config.mk**
```make
export PLATFORM = sky130hd
export DESIGN_NAME = demodulate
export DESIGN_NICKNAME = demodulate
export VERILOG_FILES = /design/flow/design.v
export SDC_FILE = /design/flow/constraint.sdc
export NUM_CORES = 4
export LEC_CHECK = 1
export CORE_AREA = 10 10 70 70
export DIE_AREA = 0 0 80 80
```
**./constraint.sdc**
```tcl
current_design demodulate

set clk_period 1.8
set clk_io_pct 0.2

create_clock -name clk0 -period $clk_period [get_ports {clk}]

set non_clock_inputs [all_inputs -no_clocks]
set_input_delay [expr $clk_period * $clk_io_pct] -clock clk0 $non_clock_inputs
set_output_delay [expr $clk_period * $clk_io_pct] -clock clk0 [all_outputs]
```
**./design.v**
```verilog
module demodulate(reset, in_data, out_data, clk);
	input in_data, clk;
	input reset;
	output reg out_data;
	reg in_data_before;
	reg [4:0] count;
	initial begin
		out_data <= 0;
		in_data_before <= 0;
		count <= 0;
	end
	always @(posedge clk or negedge reset) begin
	if(~reset) begin
		in_data_before <= 0;
		count <= 0;
	end
	else begin
		if (in_data == 1 && in_data_before == 0) begin
			count <= 0;
		end
		else if (in_data == 0 && in_data_before == 1) begin
			out_data <= (count <= 5'b00110) ? 0 : 1;
			count <= 0;
		end
		else begin
			count <= count + 1;
		end
		in_data_before <= in_data;
	end
	end
endmodule
```
==> ci_impl_report.md <==
## Synthesis and layout report

| Metric | Value |
|---|---|
| Drt pass-1 iters | `2` |
| Number of buffers created by CTS | `3` |
| Post-CTS Setup Bufs | `0` |
| Die Y | `approximately 80 µm` |
| Hold slack | `just over 400 ps` |
| Layout cells sized above 1 | `between 15 and 20%` |
| Synth unique cells | `12` |
| Setup violations, final | `0` |
| Crit. Startpoint | `out_data` |
| Hold Fails Final Rpt | `0` |
| CP arrival | `about 1000 ps` |
| IO Pins | `4` |
| Post-DR wirelength/cell | `between 5 and 6 µm` |
| CP max stage delay | `460 ps` |
| R2r worst-path depth | `4` |
| R2R Setup Slk | `760 ps` |
| CTS resizes | `0` |
| Top area contributor share | `49.79%` |
| Sinks on the clock net | `7` |
| Initial DRC Count | `16` |
| Root buffer cell | `clkbuf_4` |
| Slew HR | `around 82%` |
| Die Span X | `about 80 µm` |
| Late-Pin Clk Latency | `around 250 ps` |
| Synth Seq Share | `59.75%` |
| CP Depth | `1` |
| Chip area | `~6400 µm²` |
| Post-CTS Hold Fix Bufs | `0` |
| Max Fanout on Critical Path | `1` |
| Final instance area | `~420 µm²` |
| Wire length on met3 | `45 µm` |
| WL met2 | `around 200 µm` |
| Final wirelength | `roughly 470 µm` |
| CP Buf/Inv Count | `1` |
| CP top delay family | `buffers and inverters` |
| Area occupied by registers | `between 150 and 200 µm²` |
| CP max-delay cell | `clkdlybuf4s50_1` |
| Tool warnings | `26` |
| Yosys Instances | `25` |
| Vias per cell | `2.481` |
| Reg-to-reg endpoint | `count[4]` |
| Crit. End Element | `primary output` |
| Max Slew Vio Count | `0` |
| Cell type with the largest total area | `dfrtp_1` |
| Logic area | `approximately 120 µm²` |
| Leakage power | `around 0.17 nW` |
| Max IR drop VDD | `0.2314 mV` |
| Setup CP Type | `register to primary output` |
| Filler cell count | `393` |
| Worst Hold Class | `input pin to asynchronous set/reset pin` |
| Final HPWL DP | `roughly 360 µm` |
| Final cell utilization of the core | `between 10% and 20%` |
| Via Count | `196` |
| Drt drc | `0` |
| Highest routed layer | `met4` |
| Worst path cell trace | `clkdlybuf4s50_1` |
| Worst path required time | `around 1400 ps` |
| Pre-CTS WS | `~400 ps` |
| Status | `complete, no violations` |
| CTS tree | `yes` |
| Num rows | `21` |
| Post-synthesis cell area | `~300 µm²` |
| Largest net degree at the start of global routing | `7` |
| Clock buffer depth | `2` |
| ANT cells | `0` |
| Setup ws final | `around 410 ps` |
| Dpl cells | `about 75` |
| Final period util | `approximately 77%` |
| Fmax achieved | `721.4 MHz` |
| Worst setup path endpoint | `out_data` |
| Clock transition at path regs | `50 ps` |
| Final non-filler cell total | `about 79` |
| Core area | `between 3000 and 4000 µm²` |
| CTS H-tree lvls | `1` |
| Area Overhead vs Synth | `40.25%` |
| Avg Cell Area, Syn | `roughly 12 µm²` |
| Cells after synthesis | `25` |
| Detail Route Antenna Nets | `0` |
| Power Total | `0.3634 mW` |
| Top area cell types | `dfrtp_1 50%, edfxtp_1 10%, ha_1 8.3%` |
| R2r startpoint | `count[0]` |
| Final Critical Period | `between 1000 and 1500 ps` |
| Area figure in the yosys stat output | `301.5 µm²` |
| Tightest Pin Transition | `roughly 270 ps` |
| Input/output buffers | `3` |
| RD Place Congestion | `roughly 0.75` |
| WL met1 | `212 µm` |
| Global Route Usage Sum | `under 10%` |
| Total grt overflow | `0` |
| Max_cap viols | `0` |
| RSZ-0062 raised after global routing | `no` |
| Initial antenna violation count | `0` |
| Final TNS setup | `0 ps` |
| Flops after synth | `7` |
| Clk_skew | `6.738 ps` |
| Critical Path Start Type | `register` |
| Pre-Place Util | `between 8 and 9%` |
| Most frequent logic cells in the routed design | `6 x nor2_1, 6 x dfrtp_1, 3 x clkbuf_4, 3 x clkdlybuf4s50_1` |
| Yosys warnings | `1` |
| Vias in the first global route | `between 200 and 250` |
| First-pass GRT wire length | `around 920 µm` |
| Area of placed instances | `between 300 and 400 µm²` |
| PwrDens | `859.2 nW/µm²` |
-- sequential cells by signal, indices dropped and copies added (netlist names) --
name            cells
out_data            1
count               5
in_data_before      1
-- cell type report --
cell class	instances	area share (%)
repair buffers	4	8.876
well taps	46	13.61
clock buffers	4	6.213
flip-flops and latches	7	42.60
multi-input cells	17	27.81
inverters	1	0.8876
-- cells in the mapped netlist --
cell and number:
xor2_2 1, dfrtp_1 6, xnor2_1 1, ha_1 2, nand2_1 1, and3b_1 1
o21ai_0 1, xor2_1 2, nand3_1 2, nor2_1 6, inv_1 1, edfxtp_1 1
-- worst min path at each step --
stage,startpoint,end,slack (ps),cells past startpoint
final,reset,in_data_before,410,2
after global routing,reset,in_data_before,410,2
after CTS,reset,in_data_before,410,2
-- kinds of logic after synthesis --
group	share of synthesized area, %
buffers and inverters	1.244
DFF	59.75
adders and majority gates	8.297
AOI/OAI and AO/OA	1.658
xor gates and xnor gates	14.11
and+or+nand+nor	14.94
-- routing by layer --
metal | up-vias | track usage (%)
met5 | - | 0
met2 | 7 | 2.568
met1 | 92 | 2.035
met3 | 2 | 1.136
li1 | 95 | -
met4 | 0 | 0.3521
-- power by group --
part / switching (mW) / total, mW / internal [mW]
Combinational: 0.0175 / 0.0367 / 0.0192
Sequential: 0.0128 / 0.186 / 0.174
Clock: 0.0557 / 0.140 / 0.0845
Power and IR drop assume default switching activity.
