[flow/config.mk]
export PLATFORM = sky130hd
export DESIGN_NAME = one2two
export DESIGN_NICKNAME = one2two
export VERILOG_FILES = /design/flow/design.v
export SDC_FILE = /design/flow/constraint.sdc
export NUM_CORES = 4
export LEC_CHECK = 1
export CORE_AREA = 10 10 70 70
export DIE_AREA = 0 0 80 80
[flow/constraint.sdc]
current_design one2two

set clk_period 1.8
set clk_io_pct 0.2

create_clock -name clk0 -period $clk_period [get_ports {clk}]

set non_clock_inputs [all_inputs -no_clocks]
set_input_delay [expr $clk_period * $clk_io_pct] -clock clk0 $non_clock_inputs
set_output_delay [expr $clk_period * $clk_io_pct] -clock clk0 [all_outputs]
[flow/design.v]
module one2two(reset,input_data,output_data,clk);
	input input_data;
	input clk;
	input reset;
	output reg [1:0]output_data;
	reg [1:0]data;
	reg state;
	reg flag;
	reg [3:0]count;
	initial begin
		count <= 0;
		flag <= 0;
		state <= 0;
		data <= 0;
		output_data <= 0;
	end
	always @(posedge clk or negedge reset) begin
	if(~reset) begin
		count <= 0;
		flag <= 0;
		state <= 0;
		data <= 0;
	end
	else begin
		if (state == 1) begin
			if(count == 4'd15) begin
				count <= 0;
				state <= 0;
			end
			else begin
				count <= count + 1;
			end
			if (flag == 0) begin
				data[1] <= input_data;
				flag <= 1;
			end
			else begin
				data[0] <= input_data;
				flag <= 0;
				output_data[1] <= data[1];
				output_data[0] <= input_data;
			end
		end
		else begin
			if(input_data == 1 && data[1] == 1) begin
				state <= 1;
				output_data <= 2'b11;
			end
			data[1] <= input_data;
			data[0] <= data[1];
		end
	end
	end
endmodule
[flow/run.sh]
#!/bin/bash
# OpenROAD 26Q1-2900-gdf79404cd8, Yosys 0.63+post, stock flow scripts
make -C /OpenROAD-flow-scripts/flow DESIGN_CONFIG=/design/flow/config.mk WORK_HOME=/design/flow/orfs finish
==> impl_metrics.toml <==
# physical design summary
[clock_network]
clkLatencyLatePin_ns = 0.25
ctsResizeCount = 0
hold_buffers = 0
cts_made_buffers = 3
h-tree-depth = 1
cts.sinks = 9
cts_buffer_depth = 2
cts-root-buf = "sky130_fd_sc_hd__clkbuf_4"
cts_post_setup_buffers_inserted = 0
cts_tree = "done"
cts.clk_slew.worst_paths_ns = 0.06

[hold_path]
hold_path_class = "in2async"

[power_and_ir_drop]
power.static_leakage_nw = 0.206
worst_ir_drop_on_vdd_v = 0.000322
design_power_total_uw = 805
power-per-cell-area_nw_per_um2 = 1570

[placed_design]
detailedPlace.worstSlack_ns = 0.175
portBuffers = 4
place.detailed.hpwl_um = 454
post_detailed_placement_cell_area_um2 = 487
gp_routability_congestion = 0.682
placedCellCount = 82

[grt]
maximum_number_of_pins_on_one_net_before_global_route_repair = 13
number_of_global_route_vias_before_repair = 224
grtUsageMet1_pct = 2.93
track_usage_pct = 2.15
grt_antenna_before_repair = 0
grtUsageMet2_pct = 2.41
globalRoute.totalOverflow = 0
busiest_layer = "met1"
met3_usage_pct = 1.93
wire_length_of_the_first_global_routing_pass_um = 1080

[synth]
synth_cell_types = 17
edf_count = 2
synth-seq-cells = 9
synth_adder_area_share_pct = 3.18
synthAoiAreaFrac_pct = 7.01
synth.yosys.chip_area_um2 = 393
yosys_cells = 32
synth_simple_gate_area_share_pct = 14.0
asr_flop_ratio_synth_pct = 77.8
cells_after_synth = 32
post_synth_main_logic_family = "simple AND/OR/NAND/NOR gates"
synth.yosys.seq_area_share_pct = 59.9
syn_avg_cell_area_um2 = 12.3
top_flip_flop_cell_by_instance_count_after_synthesis = "sky130_fd_sc_hd__dfrtp_1"
ys_warn_count = 1
muxShareOfSynthArea_pct = 7.64
post_synth_xor_area_fraction_pct = 4.46
syn_area_um2 = 393

[sta]
final_hold_viol_count = 0
slew_violations = 0
unrepaired_setup_endpoints_after_global_routing = "false"
period_used_pct = 78.2
fin_skew_ns = 0.00198
relSlewSlack_pct = 74.9
fmax_mhz = 710
fin_crit_ns = 1.41
setup-tns-final_ns = 0
final.setup.worst_slack_ns = 0.392
fin_hold_ws_ns = 0.401
tightestPinTransition_ns = 0.377
timing.final.setup_violations = 0

[die]
die_size_um2 = 6400
coreArea_um2 = 3420
floorplan.die.height_um = 80
io-pin-count = 5
floorplan.initialDensity_pct = 11.5
row_count = 21
die_width_um = 80

[route]
antenna_violating_nets_post_route = 0
drt_wl_total_um = 601
remaining_drc_errors = 0
detail_route.wl_per_cell_um = 6.99
vias_per_cell = 2.93
detailedRoute.firstPassIterationCount = 3
detailroute.via_count = 252
num_antenna_cells = 0
initialDrtViolationCount = 28

[critical_path]
arrival_ns = 1.34
critical_path.max_fanout = 12
path_class = "reg2reg"
worst_setup_path_start_kind = "flop"
worst_ep_required_time_ns = 1.73
worstSetupEndpointType = "flop"

[finish]
fin_cells = 86
syn_to_final_growth_pct = 30.6
final_util_pct = 15.0
final_cell_area_um2 = 513
mi_logic_area_um2 = 143
layout.filler_cells = 391
area.sequential_um2 = 235
drive_gt1_share_pct = 15.0

[outcome]
status = "completed"

[run]
max_cap_viol_count = 0
stage_log_warnings = 25
-- cells by family (layout without fill, tap and decap cells) --
kind of cell / after synthesis / after routing
and+or+nand+nor: 11 / 11
DFF: 9 / 9
AOI/OAI and AO/OA: 5 / 5
xor gates and xnor gates: 2 / 2
muxes: 2 / 2
buffers and inverters: 2 / 10
adders and majority gates: 1 / 1
-- sequential cells by signal, indices dropped and copies added, names as in the netlist --
register	flops
count	4
data	1
flag	1
output_data	2
state	1
-- placed cells by master, fill, tap and decap left out, drive strengths merged --
master         netlist  final
xnor2                1      1
nand4                1      1
mux2                 2      2
inv                  1      1
ha                   1      1
nand2                5      5
a21oi                1      1
a21boi               1      1
edfxtp               2      2
buf                  1      1
clkbuf               0      4
dfrtp                7      7
o21ai                3      3
nand2b               2      2
nand3                2      2
clkdlybuf4s50        0      4
nand3b               1      1
xor2                 1      1
-- worst max-delay path: stages (launching register included) --
cell                       delay, ns
sky130_fd_sc_hd__dfrtp_1        0.51
sky130_fd_sc_hd__nand3b_1       0.25
sky130_fd_sc_hd__a21boi_0       0.32
-- area by class of cell --
type / count / area share [%]
flip-flops and latches: 9 / 45.9
clock buffers: 4 / 5.12
repair buffers: 5 / 9.27
inverters: 1 / 0.732
multi-input cells: 21 / 27.8
well taps: 46 / 11.2
-- power by group --
part	total, mW	leakage (nW)	switching, mW	internal (mW)
combinational	0.249	0.0911	0.0934	0.156
clock	0.152	0.0150	0.0669	0.0852
sequential	0.404	0.0999	0.0933	0.310
-- path summary, 6_finish.rpt --
check | to | slack (ns) | cells after the start | start
hold reg to reg | flag | 0.47 | 1 | flag
setup / recovery | output_data[0] | 0.39 | 2 | state
min in group clk0 | flag | 0.47 | 1 | flag
hold / removal | data[1] | 0.40 | 2 | reset
setup reg to reg | output_data[0] | 0.39 | 2 | state
max in group asynchronous | count[1] | 1.28 | 2 | reset
-- Yosys cell counts, drive strengths merged, types with 2 or more instances --
cell type | count | area (um2)
nand2 | 5 | 18.8
nand2b | 2 | 12.5
mux2 | 2 | 30.0
nand3 | 2 | 10.0
dfrtp | 7 | 175
o21ai | 3 | 15.0
edfxtp | 2 | 60.1
-- layer usage --
layer / part of all wire (%) / routed length [um] / vias to the layer above
met3: 13 / 80 / 2
met5: 0 / 0 / -
met2: 31 / 189 / 8
li1: - / - / 128
met1: 54 / 324 / 114
met4: 1.0 / 6 / 0
Power figures rest on the tool's default switching activity, not on a simulated workload.
